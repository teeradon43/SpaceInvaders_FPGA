==> flow/design.v <==
module hvsync_generator(clk, vga_h_sync, vga_v_sync, inDisplayArea, CounterX, CounterY);
input clk;
output vga_h_sync, vga_v_sync;
output inDisplayArea;
output [9:0] CounterX;
output [8:0] CounterY;
reg [9:0] CounterX;
reg [8:0] CounterY;
wire CounterXmaxed = (CounterX==614);  
always @(posedge clk)
if(CounterXmaxed)
	CounterX <= 0;
else
	CounterX <= CounterX + 1;
always @(posedge clk)
if(CounterXmaxed) 
	if(CounterY<511)
		CounterY <= CounterY + 1;
	else
		CounterY <= 0;
reg	vga_HS, vga_VS;
always @(posedge clk)
begin
	vga_HS <= (CounterX[9:4]==0);  
	vga_VS <= (CounterY==500);  
end
reg inDisplayArea;
always @(posedge clk)
if(inDisplayArea==0)
	inDisplayArea <= (CounterXmaxed) && (CounterY<480);  
else
	inDisplayArea <= !(CounterX==639);  
assign vga_h_sync = ~vga_HS;
assign vga_v_sync = ~vga_VS;
endmodule
module pong(clk, vga_h_sync, vga_v_sync, vga_R, vga_G, vga_B, quadA, quadB);
input clk;
output vga_h_sync, vga_v_sync, vga_R, vga_G, vga_B;
input quadA, quadB;
wire inDisplayArea;
wire [9:0] CounterX;
wire [8:0] CounterY;
hvsync_generator syncgen(.clk(clk), .vga_h_sync(vga_h_sync), .vga_v_sync(vga_v_sync), 
  .inDisplayArea(inDisplayArea), .CounterX(CounterX), .CounterY(CounterY));
reg [8:0] PaddlePosition;
reg [2:0] quadAr, quadBr;
always @(posedge clk) quadAr <= {quadAr[1:0], quadA};
always @(posedge clk) quadBr <= {quadBr[1:0], quadB};
always @(posedge clk)
if(quadAr[2] ^ quadAr[1] ^ quadBr[2] ^ quadBr[1])
begin
	if(quadAr[2] ^ quadBr[1])
	begin
		if(~&PaddlePosition)         
			PaddlePosition <= PaddlePosition + 1;
	end
	else
	begin
		if(|PaddlePosition)         
			PaddlePosition <= PaddlePosition - 1;
	end
end
reg [9:0] ballX;
reg [8:0] ballY;
reg ball_inX, ball_inY;
always @(posedge clk)
if(ball_inX==0) ball_inX <= (CounterX==ballX) & ball_inY; else ball_inX <= !(CounterX==ballX+16);
always @(posedge clk)
if(ball_inY==0) ball_inY <= (CounterY==ballY); else ball_inY <= !(CounterY==ballY+16);
wire ball = ball_inX & ball_inY;
wire border = (CounterX[9:3]==0) || (CounterX[9:3]==76) || (CounterY[8:3]==0) || (CounterY[8:3]==59);
wire paddle = (CounterX>=PaddlePosition+8) && (CounterX<=PaddlePosition+120) && (CounterY[8:4]==27);
wire BouncingObject = border | paddle;  
reg ResetCollision;
always @(posedge clk) ResetCollision <= (CounterY==500) & (CounterX==0);   
reg CollisionX1, CollisionX2, CollisionY1, CollisionY2;
always @(posedge clk) if(ResetCollision) CollisionX1<=0; else if(BouncingObject & (CounterX==ballX   ) & (CounterY==ballY+ 8)) CollisionX1<=1;
always @(posedge clk) if(ResetCollision) CollisionX2<=0; else if(BouncingObject & (CounterX==ballX+16) & (CounterY==ballY+ 8)) CollisionX2<=1;
always @(posedge clk) if(ResetCollision) CollisionY1<=0; else if(BouncingObject & (CounterX==ballX+ 8) & (CounterY==ballY   )) CollisionY1<=1;
always @(posedge clk) if(ResetCollision) CollisionY2<=0; else if(BouncingObject & (CounterX==ballX+ 8) & (CounterY==ballY+16)) CollisionY2<=1;
wire UpdateBallPosition = ResetCollision;   
reg ball_dirX, ball_dirY;
always @(posedge clk)
if(UpdateBallPosition)
begin
	if(~(CollisionX1 & CollisionX2))         
	begin
		ballX <= ballX + (ball_dirX ? -1 : 1);
		if(CollisionX2) ball_dirX <= 1; else if(CollisionX1) ball_dirX <= 0;
	end
	if(~(CollisionY1 & CollisionY2))         
	begin
		ballY <= ballY + (ball_dirY ? -1 : 1);
		if(CollisionY2) ball_dirY <= 1; else if(CollisionY1) ball_dirY <= 0;
	end
end 
wire R = BouncingObject | ball | (CounterX[3] ^ CounterY[3]);
wire G = BouncingObject | ball;
wire B = BouncingObject | ball;
reg vga_R, vga_G, vga_B;
always @(posedge clk)
begin
	vga_R <= R & inDisplayArea;
	vga_G <= G & inDisplayArea;
	vga_B <= B & inDisplayArea;
end
endmodule
==> flow/run.sh <==
#!/bin/bash
# OpenROAD 26Q1-2900-gdf79404cd8, Yosys 0.63+post, stock flow scripts
make -C /OpenROAD-flow-scripts/flow DESIGN_CONFIG=/design/flow/config.mk WORK_HOME=/design/flow/orfs finish
==> flow/config.mk <==
export PLATFORM = sky130hd
export DESIGN_NAME = pong
export DESIGN_NICKNAME = pong
export VERILOG_FILES = /design/flow/design.v
export SDC_FILE = /design/flow/constraint.sdc
export NUM_CORES = 4
export LEC_CHECK = 1
export CORE_UTILIZATION = 40
==> flow/constraint.sdc <==
current_design pong

set clk_period 3.5
set clk_io_pct 0.2

create_clock -name clk0 -period $clk_period [get_ports {clk}]

set non_clock_inputs [all_inputs -no_clocks]
set_input_delay [expr $clk_period * $clk_io_pct] -clock clk0 $non_clock_inputs
set_output_delay [expr $clk_period * $clk_io_pct] -clock clk0 [all_outputs]
==> notes.md <==
run metrics: core box area=about 12,000 um2, drt wl/cell=roughly 14 um, layout cell share with drive strength beyond 1=between 6 and 7%, R2R setup slack=630 ps, Final Cycle Share=roughly 80%, Placer Congestion=between 0.8 and 0.9, CTS tree=built, register area share after synthesis=a little over a third, drt drc=0, Simple Share, Synth=a little under a fifth, slew at the pin closest to its max-slew limit=868 ps, RSZ-0062 raised after global routing=false, Die Y=~110 um, ys flops=about 67, CTS root buf=clkbuf_16, endpoints failing hold=0, r2r endpoint=CollisionY1, crit-path cells=inv_1 > ha_1 > nand2_1 > xnor2_1 > ha_1 > a211oi_1 > nor2_1 > a2111o_1 > a211oi_2 > o31ai_4 > o41ai_2, vias in the first global route=roughly 3,300, Slew Viols, Final=0, AO/OA Area Share=about an eighth, Max Clk Rate=roughly 0.35 GHz, maximum net fanout on the critical path=6, Port Buffer Count=7, max incr delay on CP=between 400 and 500 ps, FF/Latch Area=approximately 1700 um2, Post-synth EDFFs=39, post-CTS setup buffers=0, Mapped Area=4840 um2, PD cells=~470 nW/um2, # fillers=approximately 1,100, Static Leakage=between 2 and 2.5 nW, Post-DRT Antenna Nets=0, CP delay by family, top=AND-OR/OR-AND gates, Final Util=45.6%, yosys stat cell total=500, largest net degree at the start of global routing=15, Worst R2R Path Depth=11, arrival time worst endpoint=3110 ps, Critical path buffers and inverters=1, Synth cell types=around 58, yosys xor share=13.7%, worst reg2reg startpoint=PaddlePosition[3], ys async rst share=0%, dominant register cell=edfxtp_1, Syn Area/Cell=9.68 um2, outcome=completed, antenna violations before repair=0, Die Size=between 10,000 and 15,000 um2, Worst setup SP type=flop, Worst path slowest cell=edfxtp_1, Die Width=roughly 110 um, Top Layout Cells=ha_1, xnor2_1, edfxtp_1, Period minus WS final=around 2900 ps, post-cts resize count=0, skew final=approximately 5.8 ps, most frequent logic cell in the layout=ha_1, dpl hpwl=approximately 6600 um, hold path startpoint=quadBr[0], CTS Buffer Depth=2, Place WS=roughly 640 ps, # setup viols final=0, I/O Pins=8, DRT iter0 DRCs=100, Max-slew headroom=a little over two fifths, first-pass GRT wire length=~15,000 um, Total GRT Usage=between 10% and 20%, Routed Wire Length=8930 um, Num CTS Buffers=9, Fin Hold WS=about 320 ps, hold endpoint=quadBr[1], cell count after synthesis=about 500, most frequent cell on the critical path=ha_1, Vias=between 3,000 and 4,000, Clock Sinks=around 67, clock-pin slew on the worst setup and hold paths=50 ps, H-tree depth=3, HP Class=flop to flop, maximum VDD drop=210 uV, CP Class=flop to flop, hold_buf cts=0, area of the multi-input gates=a little under 3000 um2, fin worst setup slack=628 ps, iteration tally of the first detailed-router pass=4, crit path from=PaddlePosition[3], Final Power=0.00248 W, P&R area growth vs syn=9.44%, total of warnings raised by yosys=2, fa+ha+maj area frac=between 10% and 20%, CP Capture Type=flop, setup tns final=0 ps, hold depth=0, post-synthesis mux area share=0%, Pre-Place Util=about two fifths, GRT Residual Overflow=0, latest clock arrival within the worst-skew pair=~330 ps, Req. time, crit path=approximately 3700 ps, Top logic family=simple AND/OR/NAND/NOR gates, antenna cells=0, tool warnings=29, Vias/cell=between 5 and 6, row count=39, max cap viols=0, YS chip area=a little under 5000 um2
metal layers:
layer	vias to the layer above	track usage [%]	part of all wire [%]
met5	-	0	0
li1	1781	-	-
met3	9	2.44	2.4
met1	1602	25.3	53
met4	0	1.87	1.3
met2	26	23.4	43
report_power, final:
group	internal [W]	leakage, nW	switching [W]
Clock	0.000545	0.140	0.000330
Combinational	0.000291	1.45	0.000312
Sequential	0.000918	0.665	0.0000883
area by class of cell:
| cell class | instances | area share [%] |
|---|---|---|
| clock inverter | 6 | 1.06 |
| timing repair buffer | 9 | 1.61 |
| inverter | 33 | 2.34 |
| multi-input combinational | 381 | 54.6 |
| clock buffer | 10 | 4.32 |
| tap | 143 | 3.38 |
| sequential | 67 | 32.7 |
cells by family (layout without fill, tap and decap cells):
family	count (synthesis)	in the layout
and+or+nand+nor	169	169
AOI/OAI and AO/OA	83	83
xor gates and xnor gates	75	75
DFF	67	67
adders and majority gates	54	54
buffers and inverters	52	58
how the worst max path moves through the flow:
stage | endpoint | slack, ps | cells past startpoint
6_report | CollisionY1 | 630 | 11
5_1_grt | CollisionX2 | 390 | 11
4_1_cts | CollisionY1 | 630 | 11
flip-flops by register name (all words and copies together), names as in the netlist, 3 cells and up:
name	count
PaddlePosition	9
ballX	10
ballY	9
quadAr	3
quadBr	3
syncgen.CounterX	10
syncgen.CounterY	9
synthesized netlist by cell type, types with 3 or more instances:
library cell | count | area [um2]
a211oi_1 | 6 | 45.0
a21boi_0 | 6 | 45.0
a21o_1 | 5 | 37.5
a21oi_1 | 18 | 90.1
a31o_2 | 4 | 35.0
a31oi_1 | 4 | 25.0
and2_1 | 3 | 18.8
and3_1 | 5 | 31.3
buf_2 | 8 | 40.0
clkbuf_1 | 9 | 33.8
dfxtp_1 | 28 | 561
edfxtp_1 | 39 | 1170
fa_1 | 3 | 60.1
ha_1 | 51 | 638
inv_1 | 33 | 124
nand2_1 | 24 | 90.1
nand2b_1 | 7 | 43.8
nand3_1 | 26 | 130
nand4_1 | 6 | 37.5
nor2_1 | 37 | 139
nor2b_1 | 14 | 87.6
nor3_1 | 18 | 90.1
nor3b_1 | 3 | 22.5
nor4_1 | 3 | 18.8
o211ai_1 | 7 | 52.6
o21ai_0 | 12 | 60.1
o41ai_2 | 3 | 48.8
or2_2 | 3 | 18.8
or3_1 | 9 | 56.3
xnor2_1 | 46 | 403
xor2_1 | 28 | 245
worst reg2reg max path: cells and delay by family (launching register included):
family	cells	cell delay, ps
AND/OR/NAND/NOR	2	170
flip-flops	1	480
XOR/XNOR	1	140
buffers and inverters	1	140
AND-OR/OR-AND	5	1360
adder cells (fa/ha/maj)	2	490
stage by stage:
step / area, um2 / cells
after global placement: 5010 / 633
final: 5300 / 649
after global routing: 5300 / 649
after floorplan: 4840 / 500
after detailed placement: 5010 / 633
after CTS: 5300 / 649
No activity file was given, so power comes from the tool's default toggle rates.
